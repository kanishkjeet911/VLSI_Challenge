<file path="./design.v">
module single_port_ram
( data,
 addr,
 we_re,   
 clk,
 reset
);
parameter data_width = 8 , addr_width =8;  
inout [data_width-1:0]data;
input [addr_width-1:0]addr;
input clk ,we_re,reset;
reg [data_width-1:0]mem[0:addr_width-1];
reg [data_width -1 :0] outdata;
assign data = (!we_re)?outdata:8'hZZ;  
integer i;
always @(posedge clk)
begin
if(!reset)
for (i=0; i<8; i=i+1)
   mem[i] <= 8'b0;  
else if(we_re)
   begin
      mem[addr] <= data ;
   end
else
   begin
      outdata <= mem[addr] ;
   end
end
endmodule
module dut_single_port_ram;
reg clk,we_re,reset,output_valid; 
wire [7:0] data;
reg [7:0] output_value,addr;
single_port_ram a1(data,addr,we_re,clk,reset);
assign data = (output_valid ) ? output_value: 8'hZZ;
initial
begin
clk=0;
reset =0;
#10 reset =1;
#5 we_re =1;
output_valid =1;
output_value = 8'b00000100;  
addr = 8'b0000010;
#4 we_re = 0;
output_valid =0 ;  
addr =  8'b0000010;
end
always #4 clk =~clk;
endmodule
</file>
<file path="./run.sh">
#!/bin/bash
# OpenROAD 26Q1-2900-gdf79404cd8, Yosys 0.63+post, stock flow scripts
make -C /OpenROAD-flow-scripts/flow DESIGN_CONFIG=/design/flow/config.mk WORK_HOME=/design/flow/orfs finish
</file>
<file path="./constraint.sdc">
current_design single_port_ram

set clk_period 2.3
set clk_io_pct 0.2

create_clock -name clk0 -period $clk_period [get_ports {clk}]

set non_clock_inputs [all_inputs -no_clocks]
set_input_delay [expr $clk_period * $clk_io_pct] -clock clk0 $non_clock_inputs
set_output_delay [expr $clk_period * $clk_io_pct] -clock clk0 [all_outputs]
</file>
<file path="./config.mk">
export PLATFORM = sky130hd
export DESIGN_NAME = single_port_ram
export DESIGN_NICKNAME = single_port_ram
export VERILOG_FILES = /design/flow/design.v
export SDC_FILE = /design/flow/constraint.sdc
export NUM_CORES = 4
export LEC_CHECK = 1
export CORE_UTILIZATION = 30
</file>
==> impl_metrics.env <==
# implementation run metrics
export IMPL_cts_buffers=9
export IMPL_synth_area_um2=3150
export IMPL_top_area_cell="edfxtp_1"
export IMPL_initCoreUtil_pct=30.8
export IMPL_synthTopCellsByCount="edfxtp_1, nor3_1, mux4_2"
export IMPL_synthArstFlopShare_pct=0
export IMPL_cts_path_max_buffers=2
export IMPL_die_width_um=104
export IMPL_avgSynthCellArea_um2=15.6
export IMPL_place_gp_congestion=0.840
export IMPL_ys_types=17
export IMPL_top_cells_by_area="edfxtp_1, mux4_2, nor3_1"
export IMPL_stop_stage="clock tree synthesis"
export IMPL_ys_flop_type="edfxtp_1"
export IMPL_num_io_pins=19
export IMPL_edf_count=72
export IMPL_error="[error] [KeplerFormal.cpp:679] Workflow failed: Iso has multiple drivers: .data0, data[0]$_DFFE_PP_.Q0"
export IMPL_synth_top_area_share_pct=68.7
export IMPL_outcome="did not finish"
export IMPL_synth_cells=202
export IMPL_std_cell_rows=37
export IMPL_yosysWarnings=3
export IMPL_htreeDepth=3
export IMPL_cts_resized_gates=0
export IMPL_yosys_cells=202
export IMPL_ys_seq_share_pct=68.7
export IMPL_clockRootBuffer="clkbuf_8"
export IMPL_ys_ff=72
export IMPL_top_cell="edfxtp_1"
export IMPL_place_ws_ps=16.1
export IMPL_port_buffers=5
export IMPL_hpwl_um=4400
export IMPL_cts_sinks=72
export IMPL_cts_hold_buf=0
export IMPL_ys_area_um2=3150
export IMPL_die_h_um=104
export IMPL_cts_setup_buffers=0
cell families after synthesis:
logic type             after synthesis  share of synthesized area (%)
flip-flops                          72                           68.7
AND/OR/NAND/NOR                     71                           11.5
buffers and inverters               27                           4.25
multiplexers                        24                           14.3
AND-OR/OR-AND                        8                           1.27
stage by stage:
stage,instances,total power [uW],area [um^2],hold slack (ps),utilization (%)
3_5_place_dp,356,1800,3520,751,34.4
2_1_floorplan,202,1690,3150,696,-
3_3_place_gp,356,1790,3520,745,34.4
Power and IR drop assume default switching activity.
