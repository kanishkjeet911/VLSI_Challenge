--- flow/config.mk ---
export PLATFORM = sky130hd
export DESIGN_NAME = down_counter
export DESIGN_NICKNAME = down_counter
export VERILOG_FILES = /design/flow/design.v
export SDC_FILE = /design/flow/constraint.sdc
export NUM_CORES = 4
export LEC_CHECK = 1
export CORE_AREA = 10 10 70 70
export DIE_AREA = 0 0 80 80
--- flow/constraint.sdc ---
current_design down_counter

set clk_period 2.0
set clk_io_pct 0.2

create_clock -name clk0 -period $clk_period [get_ports {clk}]

set non_clock_inputs [all_inputs -no_clocks]
set_input_delay [expr $clk_period * $clk_io_pct] -clock clk0 $non_clock_inputs
set_output_delay [expr $clk_period * $clk_io_pct] -clock clk0 [all_outputs]
--- flow/design.v ---
module down_counter(output reg [3:0]out,input clk,input reset);
always @(posedge clk)
begin
if(!reset)
out <= 4'b1111;
else
begin
out <= out - 1 ;
end
end
endmodule
module test_down;
wire [3:0] out;
reg clk,reset;
down_counter a1(out,clk,reset);
initial
begin
clk = 0;
#1reset = 0;
#10 reset = 1'b1;
#23 reset =0;
#7 reset =1;
end
always #5 clk = ~clk;
endmodule
--- flow/run.sh ---
#!/bin/bash
# OpenROAD 26Q1-2900-gdf79404cd8, Yosys 0.63+post, stock flow scripts
make -C /OpenROAD-flow-scripts/flow DESIGN_CONFIG=/design/flow/config.mk WORK_HOME=/design/flow/orfs finish
==> impl_metrics.toml <==
# implementation run metrics
[route]
viasPerCell = 1.78
dr.pass1.iters = 2
first_iter_violations = 5
drc = 0
wl_um = 378
wl_per_cell_um = 5.48
final_antenna_net_count = 0
via_count = 123

[clocking]
clock_path_buffers = 2
cts.clk_slew.worst_paths_ns = 0.04
root_buffer = "clkbuf_4"
cts_resized = 0
clock_latency_ns = 0.23
post_cts_buffers = 0
cts_tree = "built"
htree_levels = 1
cts_inserted_buffers = 3
cts_sinks = 4
postCtsHoldBufs = 0

[timing]
timing.slew.headroom_pct = 86.5
setup_violations = 0
drv_slew = 0
max_freq_mhz = 665
setup_ws_ns = 0.496
finalClockSkew_ns = 0.000833
fin_crit_sh_pct = 75.2
worst_pin_slew_ns = 0.201
rsz0062_at_grt = "no"
finalHoldViolCount = 0
setup_tns_ns = 0
fin_hold_ws_ns = 0.432
period_needed_ns = 1.50

[placed_design]
post-place-ws_ns = 0.737
placed_area_um2 = 248
io_buffers = 5
gp_congestion = 0.647
placed_cells = 65

[cells_and_area]
finalInstanceArea_um2 = 273
regMostFlops = "out"
finish.utilization_pct = 7.99
final_cells = 69
drive_gt1_share_pct = 13.6
reg_top3 = "out (4)"
synthToLayoutAreaGrowth_pct = 94.6
largest_register_ffs = 4

[global_routing]
grtUsageTotal_pct = 1.44
grt_pass1_wl_um = 600
grt_pass1_vias = 129
grtUsageMet3_pct = 3.30
grt_util_met1_pct = 0.996
grt_max_degree = 6
antenna_found_initial = 1
grt_most_used_layer = "met3"
grt-ovfl-total = 0
grt.met2_usage_pct = 1.28

[pwr]
vdd_drop_max_mv = 0.124
cellLeakagePower_nw = 0.102
powerDensity_nw_per_um2 = 767
total_power_mw = 0.209

[floorplan]
die_h_um = 80
coreArea_um2 = 3420
die_area_um2 = 6400
fp_util_pct = 4.10
die_w_um = 80
rows = 21
io_pins = 6

[setup_path]
cp-start-kind = "register"
crit_buf_inv = 1
cp_max_fo = 5
worstSetupPathType = "register to primary output"
crit_chain = "clkdlybuf4s50_1"
cp_slowest_cell = "clkdlybuf4s50_1"
critical_path_required_ns = 1.60
worst_setup_path_end_kind = "primary output"
critPathTopFamily = "buffers and inverters"
critPathMaxStageDelay_ns = 0.49
worstPathArrival_ns = 1.10
reg2reg_slack_ns = 1.01

[synth]
yosysSeqAreaShare_pct = 57.1
synthArstFlopShare_pct = 0
most_common_cell = "dfxtp_1"
synth_area_um2 = 140
yosysCellCount = 14
syn_inst = 14
synth_cell_types = 8
synth-main-ff-cell = "dfxtp_1"
avgSynthCellArea_um2 = 10.0
top_cell_area_share_pct = 57.1
yosys_area_um2 = 140
yosys.area.top_type = "dfxtp_1"
synth-edff-count = 0
yosysWarnings = 1
top_cells_by_count = "dfxtp_1, nand2_1, inv_1"
top_cells_by_area = "dfxtp_1, ha_1, nand2_1, xnor2_1, inv_1"
synth_flops = 4

[job]
drv_cap = 0
openroad.warnings = 25

[run_status]
status = "finished clean"

[min_path]
holdCritPathClass = "register to register"
## placed cells by master, fill, tap and decap left out
master / instances
clkdlybuf4s50_1: 5
dfxtp_1: 4
nand2_1: 3
clkbuf_4: 3
inv_1: 2
diode_2: 1
xnor2_1: 1
or4_1: 1
o31ai_1: 1
nand3_1: 1
ha_1: 1
## final cells by class
type,count,area [um^2]
Inverter,2,7.51
Clock buffer,3,22.5
Tap cell,46,57.6
Timing Repair Buffer,5,50.0
Sequential cell,4,80.1
Antenna cell,1,2.50
Multi-Input combinational cell,8,52.6
Fill cell,412,3140
## layer usage
| layer | vias to the layer above | wire length (um) |
|---|---|---|
| met4 | 0 | 0 |
| met3 | 0 | 158 |
| met5 | - | 0 |
| li1 | 63 | - |
| met1 | 50 | 114 |
| met2 | 10 | 105 |
## power by group
part	internal, mW	total [mW]	switching, mW
Clock	0.0671	0.0992	0.0321
Combinational	0.0136	0.0194	0.00586
Sequential	0.0855	0.0907	0.00517
## logic make-up (layout without fill, tap and decap cells)
| group | Yosys count | after routing | share of synthesized area (%) |
|---|---|---|---|
| AND-OR/OR-AND | 1 | 1 | 5.36 |
| buffers and inverters | 2 | 10 | 5.36 |
| other | 0 | 1 | 0 |
| XOR/XNOR | 1 | 1 | 6.25 |
| flip-flops | 4 | 4 | 57.1 |
| adder cells (fa/ha/maj) | 1 | 1 | 8.93 |
| AND/OR/NAND/NOR | 5 | 5 | 17.0 |
## final timing paths
kind / from / endpoint / cells after the start
worst max register to register: out[1]$_SDFF_PN1_ / out[3]$_SDFF_PN1_ / 2
worst min-delay path: out[0]$_SDFF_PN1_ / out[0]$_SDFF_PN1_ / 1
worst max-delay path: out[0]$_SDFF_PN1_ / out[0] / 1
worst min register to register: out[0]$_SDFF_PN1_ / out[0]$_SDFF_PN1_ / 1
Power and IR drop assume default switching activity.
